--- flow/config.mk ---
export PLATFORM = sky130hd
export DESIGN_NAME = sequential_mac
export DESIGN_NICKNAME = sequential_mac
export VERILOG_FILES = /design/flow/design.v
export SDC_FILE = /design/flow/constraint.sdc
export NUM_CORES = 4
export LEC_CHECK = 1
export CORE_UTILIZATION = 40
export SYNTH_HDL_FRONTEND = slang
--- flow/constraint.sdc ---
current_design sequential_mac

set clk_period 16.1
set clk_io_pct 0.2

create_clock -name clk0 -period $clk_period [get_ports {clk}]

set non_clock_inputs [all_inputs -no_clocks]
set_input_delay [expr $clk_period * $clk_io_pct] -clock clk0 $non_clock_inputs
set_output_delay [expr $clk_period * $clk_io_pct] -clock clk0 [all_outputs]
--- flow/design.v ---
module sequential_mac #(
    parameter MULTIPLICAND_WIDTH = 16,
    parameter MULTIPLIER_WIDTH = 16
) (
    input wire clk,
    input wire rst,
    input wire start,
    input wire clear_acc,   
    input wire [MULTIPLICAND_WIDTH-1:0] multiplicand,
    input wire [MULTIPLIER_WIDTH-1:0] multiplier,
    input wire multiplier_serial_bit_in,
	output wire [(MULTIPLICAND_WIDTH+MULTIPLIER_WIDTH)-1:0] mult_result,   
    output reg [(MULTIPLICAND_WIDTH+MULTIPLIER_WIDTH)-1:0] mac_result,     
    output wire done
);
    reg mult_start;
    reg [(MULTIPLICAND_WIDTH+MULTIPLIER_WIDTH)-1:0] accumulator;
    localparam IDLE = 2'b00;
    localparam MULTIPLY = 2'b01;
    localparam ACCUMULATE = 2'b10;
    reg [1:0] state, next_state;
    bitserial_multiplier #(
        .MULTIPLICAND_WIDTH(MULTIPLICAND_WIDTH),
        .MULTIPLIER_WIDTH(MULTIPLIER_WIDTH)
    ) mult_inst (
        .clk(clk),
        .rst(rst),
        .start(mult_start),
        .multiplicand(multiplicand),
        .multiplier(multiplier),
        .multiplier_serial_bit_in(multiplier_serial_bit_in),
        .product(mult_result),
        .done(done)
    );
    always @(posedge clk or posedge rst) begin
        if (rst) begin
            state <= IDLE;
            accumulator <= {(MULTIPLICAND_WIDTH+MULTIPLIER_WIDTH){1'b0}};
            mac_result <= {(MULTIPLICAND_WIDTH+MULTIPLIER_WIDTH){1'b0}};
            mult_start <= 1'b0;
        end
        else begin
            state <= next_state;
            if (clear_acc) begin
                accumulator <= {(MULTIPLICAND_WIDTH+MULTIPLIER_WIDTH){1'b0}};
                mac_result <= {(MULTIPLICAND_WIDTH+MULTIPLIER_WIDTH){1'b0}};
            end
            case (state)
                IDLE: begin
                    if (start) begin
                        mult_start <= 1'b1;
                    end
                    else begin
                        mult_start <= 1'b0;
                    end
                end
                MULTIPLY: begin
                    mult_start <= 1'b0;   
                end
                ACCUMULATE: begin
                    accumulator <= accumulator + mult_result;
                    mac_result <= accumulator + mult_result;
                end
                default: begin
                    mult_start <= 1'b0;
                end
            endcase
        end
    end
    always @(*) begin
        case (state)
            IDLE: begin
                if (start)
                    next_state = MULTIPLY;
                else
                    next_state = IDLE;
            end
            MULTIPLY: begin
                if (done)
                    next_state = ACCUMULATE;
                else
                    next_state = MULTIPLY;
            end
            ACCUMULATE: begin
                next_state = IDLE;
            end
            default: begin
                next_state = IDLE;
            end
        endcase
    end
endmodule
module bitserial_multiplier #(
    parameter MULTIPLICAND_WIDTH = 16,
    parameter MULTIPLIER_WIDTH = 16
) (
    input wire clk,
    input wire rst,
    input wire start,
    input wire [MULTIPLICAND_WIDTH-1:0] multiplicand,
    input wire [MULTIPLIER_WIDTH-1:0] multiplier,
	input wire multiplier_serial_bit_in,   
    output reg [(MULTIPLICAND_WIDTH+MULTIPLIER_WIDTH)-1:0] product,
    output reg done
);
    localparam IDLE = 2'b00;
    localparam CALC = 2'b01;
    localparam FINISH = 2'b10;
    reg [(MULTIPLICAND_WIDTH+MULTIPLIER_WIDTH)-1:0] product_out_temp;
    reg [1:0] state, next_state;
    reg [MULTIPLICAND_WIDTH-1:0] mcand_reg;
    reg [MULTIPLIER_WIDTH-1:0] mplier_reg;
    reg [(MULTIPLICAND_WIDTH+MULTIPLIER_WIDTH)-1:0] product_temp;
    reg [$clog2(MULTIPLICAND_WIDTH+MULTIPLIER_WIDTH)-1:0] count;   
	reg multiplier_serial_bit_reg;
    always @(posedge clk or posedge rst) begin
        if (rst) begin
            state <= IDLE;
            mcand_reg <= {MULTIPLICAND_WIDTH{1'b0}};
            mplier_reg <= {MULTIPLIER_WIDTH{1'b0}};
            product_temp <= {(MULTIPLICAND_WIDTH+MULTIPLIER_WIDTH){1'b0}};
            product_out_temp <= {(MULTIPLICAND_WIDTH+MULTIPLIER_WIDTH){1'b0}};
            product <= {(MULTIPLICAND_WIDTH+MULTIPLIER_WIDTH){1'b0}};
            count <= {$clog2(MULTIPLICAND_WIDTH+MULTIPLIER_WIDTH){1'b0}};
            done <= 1'b0;
            multiplier_serial_bit_reg <= 1'b0;			
        end
        else begin
            state <= next_state;
            multiplier_serial_bit_reg <= multiplier_serial_bit_in;			
            case (state)
                IDLE: begin
                    if (start) begin
                        mcand_reg <= multiplicand;
                        mplier_reg <= multiplier;
                        product_temp <= {(MULTIPLICAND_WIDTH+MULTIPLIER_WIDTH){1'b0}};
                        product_out_temp <= {(MULTIPLICAND_WIDTH+MULTIPLIER_WIDTH){1'b0}};
                        count <= {$clog2(MULTIPLICAND_WIDTH+MULTIPLIER_WIDTH){1'b0}};
                        done <= 1'b0;
                    end
                end
                CALC: begin
					if (count <= (MULTIPLICAND_WIDTH-1) ) begin 
						if (multiplier_serial_bit_reg) begin   
							product_temp <= product_temp + (mcand_reg << count);  
						end
						count <= count + 1;
					end
                end
                FINISH: begin
                    product_out_temp <= product_temp;
                    product <= product_temp;
                    done <= 1'b1;
                end
            endcase
        end
    end
    always @(*) begin
        case (state)
            IDLE: begin
                next_state = start ? CALC : IDLE;
            end
            CALC: begin
                next_state = (count == (MULTIPLICAND_WIDTH - 1)) ? FINISH : CALC;				
            end
            FINISH: begin
                next_state = IDLE;
            end
            default: begin
                next_state = IDLE;
            end
        endcase
    end
endmodule
--- flow/run.sh ---
#!/bin/bash
# OpenROAD 26Q1-2900-gdf79404cd8, Yosys 0.63+post, stock flow scripts
make -C /OpenROAD-flow-scripts/flow DESIGN_CONFIG=/design/flow/config.mk WORK_HOME=/design/flow/orfs finish
==> summary.txt <==
Flow results follow.

The flow ran to the end, and the final reports show no timing, DRC or antenna violations. The final number of hold-violating endpoints is 0. The total of fill cells in the finished design is 2,029. The number of iterations in the first detailed-routing pass is 5. The kind of start point of the critical path is a flop. The largest buffer count on any clock path is 2. The number of gates resized after CTS was 0. Summed over all nets, the half-perimeter wirelength after detailed placement is 16,600 µm. The final timing report gives a worst setup slack of 11.54 ns.

Once placement completed, the tool counted placed cells totaling 1,320. The clock latency on the worst-skew pair is 0.42 ns. The cell count along the critical path is 1. The most critical hold endpoint after final layout shows a slack of 0.480 ns.

Buffers inserted to repair hold after CTS numbered 0. A synthesized cell averages 9.16 µm². The worst path needs 4.56 ns of the cycle, external delays included. Excluding fillers, the count of instances in the completed layout stands at 1,352. The count of library flops with an enable pin is 0.

The number of antenna violations at the first check in global routing was 0. The tool flagged a number of max-cap violations equal to 0. The count of nets left with antenna violations after detail routing is 0. The most used standard cell by instance count after synthesis is dfrtp_1. For this configuration, the core starts out at a cell density of 0.412. In the routed netlist, the antenna diode instances number 0. The portion of the clock cycle consumed by the worst path in the final layout is 0.283.

The residual DRC count is 0. Ranked by total cell area, the synthesized netlist is headed by dfrtp_1 (34%), ha_1 (8.8%), mux2_2 (6.7%). The worst hold path stage count is 1. Summed over all cells, the static leakage comes to 4.98 nW.

Setup repair after global routing left no endpoint under its margin. In the synthesized netlist, the cells that appear most often are dfrtp_1 (124), nand2_1 (112), o21ai_0 (74). The largest net degree at the start of global routing is 57.

The share of the yosys chip area belonging to registers is 0.346. Static timing analysis puts the maximum clock frequency at 0.219 GHz. Port buffering added 85 buffers.

The critical path maximum fanout is 4. The clock slew seen by the registers of the worst setup and hold paths is 0.06 ns. The die width is 153 µm. The depth of the worst register-to-register path is 15.

The cell count after synthesis is 995. The data required time reported for the critical path is 12.88 ns. The area added between synthesis and finish is 19.1%. The post-synthesis register bit count is 126. The number of standard-cell rows in the floorplan is 54. The area of the core is 0.0221 mm². The clock buffer count from CTS is 17. Per the final layout report, the fraction of cells sized above drive strength 1 comes to 0.109.

The synthesis log from Yosys contains 0 warnings. Setup slack on the worst path after placement came out at 11.27 ns. The overall die size recorded for this design is 0.0234 mm².

The count of pins over their slew limit is 0. The synthesized netlist was found by Yosys to have 995 cells. The number of buffers and inverters on the critical path is 1.

The worst setup path is captured at an output port. The area of the multi-input gates is 0.00564 mm². The synthesized netlist contains 66 unique library cells. The final setup TNS is 0 ns. Per the GRT congestion report, total overflow comes to 0.

The setup violation total in the final timing report is 0. The slowest stage of the critical path is the clkdlybuf4s50_1 cell. The via count of the first global-routing pass is 7,265. The global routing report lists combined usage of all routing layers as 0.203. The slew at the pin with the worst max-slew slack is 0.786 ns.

The total number of H-tree levels is 4. The die height is 153 µm. The data arrival time reported for the critical path is 1.34 ns. After synthesis, the chip area reported by Yosys is 0.00911 mm². The root buffer cell is clkbuf_16. The final RePlAce weighted congestion is 0.912. The delay of the slowest cell on the worst path is 0.49 ns. The leading register cell type out of synthesis is dfrtp_1. The routed design shows a wire length per standard cell of 16.4 µm.

The combined flip-flop and latch cell area is 0.00316 mm². The area fraction of the largest cell type after synthesis is 0.341. Listed in order, past its start point the critical path passes clkdlybuf4s50_1. The proportion of register bits with asynchronous set or reset after synthesis is 1.00. The biggest area consumer among synthesized cells is dfrtp_1. TritonCTS built the clock tree. The global-route wire length before repair is 37,600 µm.

The total wire length is 22,100 µm. According to the I/O placement log, the pin count is 102. According to the hold report, the worst path is of the flop to flop type.

Per the power-grid run, VDD falls by no more than 59.0 µV. The via count is 7,604. The summed instance area of the synthesized netlist is 0.00911 mm².

For this design the ratio of total power to cell area is 72.1 mW/mm². The critical path class is flop to output port. The largest registers in the layout are accumulator x32, mult_inst.product x32, mult_inst.product_temp x32.

The stage logs contain a warning count of 41. The post-detailed-route via-to-cell ratio is 5.62. The final clock skew is 0.00937 ns. Across all checked pins, the minimum headroom to the slew limit is 0.470. On the critical path the largest part of the delay comes from buffers and inverters. For this block, the initial DRC count from the detailed router was 413. For this design, the sink count on the clock tree is 126. Looking at the post-CTS report, the setup buffer insertion count equals 0.
==> final cells by class <==
cell class / count / share of cell area
Inverter: 30 / 0.0106
Tap cell: 280 / 0.0323
Multi-Input combinational cell: 789 / 0.520
Timing Repair Buffer: 95 / 0.0854
Clock buffer: 21 / 0.0434
Sequential cell: 126 / 0.291
Clock inverter: 11 / 0.0172
==> through the flow <==
stage	total power (W)	util	instance area, µm²
2_1_floorplan	0.000348	-	9110
3_3_place_gp	0.000360	0.461	10200
3_5_place_dp	0.000360	0.461	10200
4_1_cts	0.000792	0.491	10800
5_1_grt	0.000810	0.491	10800
6_report	0.000782	0.491	10800
==> path summary, 6_finish.rpt <==
check	slack, ns	end	start
worst min-delay path	0.48	state[1]$_DFF_PP0_	state[2]$_DFF_PP0_
worst min register to register	0.48	state[1]$_DFF_PP0_	state[2]$_DFF_PP0_
max in group asynchronous	11.80	mult_inst.state[0]$_DFF_PP1_	rst
worst max-delay path	11.54	mult_result[1]	mult_inst.product[1]$_DFFE_PP0P_
min in group asynchronous	3.26	accumulator[5]$_DFFE_PP0P_	rst
worst max register to register	11.55	mult_inst.product_temp[24]$_DFFE_PP0P_	mult_inst.count[2]$_DFFE_PP0P_
==> kinds of logic after synthesis <==
| family | synth area share |
|---|---|
| buffers and inverters | 0.0343 |
| adders and majority gates | 0.0923 |
| muxes | 0.115 |
| DFF | 0.346 |
| xor gates and xnor gates | 0.0500 |
| AOI/OAI and AO/OA | 0.212 |
| and+or+nand+nor | 0.149 |
==> cells in the final DEF, fill, tap and decap left out, drive strengths merged, types with 5 or more instances in the layout <==
master	n
and2	9
xor2	18
buf	10
bufinv	5
and3	5
mux2i	26
a22o	19
nor3b	13
nand4	12
a31oi	10
dfrtp	124
inv	28
a21o	39
o21ai	77
nand2b	13
or3	6
nor2	62
nand2	112
nor4	6
a211oi	7
nor3	12
ha	64
a211o	5
mux2	54
a21oi	73
clkinv	7
o22ai	12
mux4	8
a41oi	5
o21a	7
clkbuf	21
clkdlybuf4s50	85
xnor2	34
o21bai	12
nand3	15
o211ai	7
nor2b	11
==> report_power, final <==
part / total (W) / internal (W) / leakage, nW / switching (W)
combinational: 0.0000326 / 0.0000136 / 2.95 / 0.0000191
sequential: 0.000322 / 0.000319 / 1.71 / 0.00000263
clock: 0.000428 / 0.000286 / 0.323 / 0.000142
total: 0.000782 / 0.000619 / 4.98 / 0.000163
==> worst reg2reg max path, stage by stage, from the launching register on <==
cell	delay, ns
dfrtp_1	0.76
clkinv_1	0.63
mux2i_1	0.48
nand2_1	0.08
o21ai_0	0.15
nor2_1	0.12
ha_1	0.35
inv_1	0.10
nor3_1	0.29
nand2_1	0.12
a211o_1	0.31
nor2b_1	0.15
a21o_1	0.20
a211o_1	0.28
a21o_1	0.18
a32o_1	0.24
==> metal layers <==
layer | up-vias | GRT usage | routed length (µm)
met4 | 0 | 0.0245 | 285
met1 | 3623 | 0.311 | 10800
li1 | 3794 | - | -
met5 | - | 0 | 0
met3 | 25 | 0.0352 | 973
met2 | 162 | 0.317 | 10000
Power figures rest on the tool's default switching activity, not on a simulated workload.
