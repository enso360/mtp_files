==> flow/design.v <==
module priority_encoder #(
    parameter WIDTH = 64,                       
    parameter LOG_WIDTH = $clog2(WIDTH)         
)(
    input [WIDTH-1:0] data_in,
    input clear,                                
    output reg [LOG_WIDTH-1:0] data_out,
    output reg [LOG_WIDTH:0] signed_out,        
    output reg [LOG_WIDTH:0] signed_thermometer_to_binary_data_out,  
    output reg valid
);
    localparam MINUS_32_7BIT_SIGNED = 7'b1100000;
    integer i;
    always @(*) begin
        if (clear) begin
            valid = 1'b0;
            data_out = {LOG_WIDTH{1'b0}};
            signed_out = {(LOG_WIDTH+1){1'b0}};
            signed_thermometer_to_binary_data_out = {(LOG_WIDTH+1){1'b0}};			
        end
        else begin
            valid = |data_in;                   
            data_out = {LOG_WIDTH{1'b0}};       
            signed_out = {(LOG_WIDTH+1){1'b0}};  
            signed_thermometer_to_binary_data_out = {(LOG_WIDTH+1){1'b0}};  
            for (i = 0; i <= WIDTH-1; i = i + 1) begin
                if (data_in[i]) begin
                    data_out = i[LOG_WIDTH-1:0];  
                    signed_out = {1'b0, i[LOG_WIDTH-1:0]};
                    if (LOG_WIDTH+1 >= 7) begin   
						signed_thermometer_to_binary_data_out = signed_out + MINUS_32_7BIT_SIGNED;  
					end
                    else begin  
                        signed_thermometer_to_binary_data_out = signed_out + MINUS_32_7BIT_SIGNED[LOG_WIDTH:0];
                    end					
                end
            end
        end
    end
endmodule
==> flow/run.sh <==
#!/bin/bash
# OpenROAD 26Q1-2900-gdf79404cd8, Yosys 0.63+post, stock flow scripts
make -C /OpenROAD-flow-scripts/flow DESIGN_CONFIG=/design/flow/config.mk WORK_HOME=/design/flow/orfs finish
==> flow/config.mk <==
export PLATFORM = sky130hd
export DESIGN_NAME = priority_encoder
export DESIGN_NICKNAME = priority_encoder
export VERILOG_FILES = /design/flow/design.v
export SDC_FILE = /design/flow/constraint.sdc
export NUM_CORES = 4
export LEC_CHECK = 1
export CORE_AREA = 10 10 82 82
export DIE_AREA = 0 0 92 92
export SYNTH_HDL_FRONTEND = slang
==> flow/constraint.sdc <==
current_design priority_encoder

set clk_period 7.9
set clk_io_pct 0.2

create_clock -name clk0 -period $clk_period

set non_clock_inputs [all_inputs -no_clocks]
set_input_delay [expr $clk_period * $clk_io_pct] -clock clk0 $non_clock_inputs
set_output_delay [expr $clk_period * $clk_io_pct] -clock clk0 [all_outputs]
==> Changelog: implementation <==
## Flow update

- Area used by sequential logic in the layout: 0 sq um
- Synthesized netlist cell count: around 160
- Post-Synthesis Cell Area: 901 sq um
- Warning count from the yosys run: 0
- Switching part of the total power: ~37%
- Highest ir drop seen on vdd: 0.0000173 V
- Post-DP HPWL: 3.90 mm
- Vertical die size: 92 microns
- Highest metal used: met3
- Crit path cell chain: clkdlybuf4s50_1 > nor4_1 > nand2_1 > nor3_1 > nor2b_1 > nor3b_1 > clkdlybuf4s50_1
- Total routed wire length on the met1 layer: 2.00 mm
- Tightest Pin Transition: 524 ps
- Cell count after placement: 303
- Post-detailed-routing wire length: 4.23 mm
- Dominant kind of combinational cell: simple AND/OR/NAND/NOR gates
- Max FO, Critical Path: 4
- Data arrival time of the critical path: approximately 4000 ps
- Compound Share, Synth: 36.3%
- Drc violations: 0
- I/O Buffers: 85
- Area share of and/or/nand/nor cells after synthesis: 46.3%
- Vias in the first global route: roughly 1400
- Final cycle utilization of the critical path: between 70 and 80%
- Floorplan-stage core utilization: 17.8%
- Combinational power share: 100.0%
- Clock Buffer Count: 0
- # diodes: 0
- Final Wtd Congestion: between 0.8 and 0.9
- Finish-stage setup viols: 0
- FF+latch count: 0
- Buffers inserted during post-CTS setup optimization: 0
- Hold Crit Class: in -> out
- Iteration tally of the first detailed-router pass: 4
- Chip area: 8460 sq um
- Total cell area reported by yosys after synthesis: between 900 and 1000 sq um
- Via count: 1364
- Sequential fraction of the synthesis area: 0%
- Number of nets with antenna violations after routing: 0
- Cts hold-fix bufs: 0
- Number of violations reported at the end of detailed-routing iteration 0: 41
- Pint: 46.1 uW
- Peak clock frequency supported by timing: 180 MHz
- Crit path time final: 5560 ps
- Tot GR Track Use: 9.21%
- Wire length of the first global-routing pass: 6.56 mm
- Post-synth mux share: 0%
- Nature of the critical path startpoint: input port
- Fraction of power consumed by sequential logic: 0%
- Worst endpoint required time: 6320 ps
- XOR/XNOR Fraction of Synth Area: 0%
- Max incr delay on CP: 530 ps
- Yosys cell types: 36
- Critical-path cell with the highest stage delay: sky130_fd_sc_hd__nor4_1
- Met3 layer wire length in the routed design: 213 microns
- Number of antenna violations at the first check in global routing: 0
- Cell seen most often among critical-path stages: sky130_fd_sc_hd__clkdlybuf4s50_1
- Top-level I/O count: 86
- RSZ-0062 raised after global routing: false
- Final cell count without fillers: 303
- Met2 wirelength from detailed routing: 2.01 mm
- Final Hold Violation Tally: 0
- Class of the most critical setup path: in -> out
- Die width: 92 microns
- Cell Pwr Density: 42.4 nW/um^2
- Mapped Avg Cell Area: 5.56 sq um
- Core box area: 5070 sq um
- Clock network fraction of total power: 0%
- Wirelength per Cell: 13.9 microns
- Post-Synth Adder-Cell Area: 0%
- Leakage power summed over all cells: 0.581 nW
- Reported net switching power: between 20 and 30 uW
- Sum of overflow across all layers after global routing: 0
- Result of the run: finished, final reports clean
- Reported max-cap violation count: 0
- Number of cells upsized or downsized after cts: 0
- Worst setup EP type: output port
- Layout Utilization: 34.2%
- Post-synthesis cell count from yosys: 162
- Maximum number of pins on one net before global-route repair: 9
- Proportion of layout cells with a drive suffix above 1: 2.58%
- Final number of max-transition violations: 0
- Rows: 26
- Vias per inst: 4.50
- Area added between synthesis and finish: 92.9%
- Number of warnings in the stage logs: 32
- Normalized max-slew margin: between 60% and 70%
- Sum Neg Setup Slack: 0 ps
[area by class of cell]
class	instances	area, sq um
fill	561	3340
inverter	14	52.6
multi-input combinational	134	747
tap	70	87.6
timing repair buffer	85	851
[cells in the final DEF, fill, tap and decap left out, types with 4 or more instances in the layout]
cell type and n:
sky130_fd_sc_hd__a21oi_1 15, sky130_fd_sc_hd__clkdlybuf4s50_1 85, sky130_fd_sc_hd__inv_1 14, sky130_fd_sc_hd__nand2_1 15
sky130_fd_sc_hd__nand3_1 4, sky130_fd_sc_hd__nor2_1 26, sky130_fd_sc_hd__nor3_1 14, sky130_fd_sc_hd__nor4_1 12
sky130_fd_sc_hd__o21ai_0 7, sky130_fd_sc_hd__o21ai_1 4
[worst max-delay path: cells and delay by family]
| family | cells | cell delay (ps) |
|---|---|---|
| buf+inv | 2 | 990 |
| simple gates | 5 | 1400 |
[worst paths after layout]
kind,depth (start not counted),slack (ps),startpoint,endpoint
max,7,2340,data_in[44],signed_thermometer_to_binary_data_out[5]
min,3,4290,clear,valid
[synth_stat cells (3+ instances only)]
library cell / count / area, sq um
sky130_fd_sc_hd__o21ai_0: 7 / 35.0
sky130_fd_sc_hd__nor2_4: 3 / 33.8
sky130_fd_sc_hd__nand3_1: 4 / 20.0
sky130_fd_sc_hd__a211oi_1: 3 / 22.5
sky130_fd_sc_hd__nor4_1: 12 / 75.1
sky130_fd_sc_hd__nor3_1: 14 / 70.1
sky130_fd_sc_hd__nor2_1: 26 / 97.6
sky130_fd_sc_hd__buf_4: 13 / 97.6
sky130_fd_sc_hd__inv_1: 14 / 52.6
sky130_fd_sc_hd__a21oi_1: 15 / 75.1
sky130_fd_sc_hd__nand2_1: 15 / 56.3
sky130_fd_sc_hd__o21ai_1: 4 / 20.0
sky130_fd_sc_hd__o21a_1: 3 / 22.5
sky130_fd_sc_hd__a2111oi_0: 3 / 26.3
sky130_fd_sc_hd__o31ai_1: 3 / 22.5
[power groups by stage]
| stage | Sequential [mW] | Clock, mW | Combinational [mW] |
|---|---|---|---|
| after CTS | 0 | 0 | 0.0745 |
| after global routing | 0 | 0 | 0.0804 |
| final | 0 | 0 | 0.0738 |
[logic make-up (layout without fill, tap and decap cells)]
logic type      Yosys count  count (layout)
simple gates             83              83
compound gates           50              50
buf+inv                  28              99
other cells               1               1
[metal layers]
layer  vias to the layer above  global-route usage [%]
met4                         0                       0
li1                        741                       -
met5                         -                       0
met2                        41                    15.9
met3                         0                    1.73
met1                       582                    12.3
[per-stage QoR]
step | hold slack, ps | worst slack [ps] | total power, mW | instance area (sq um)
detailed placement | 4300 | 2320 | 0.0741 | 1740
floorplan | 3330 | 3410 | 0.0217 | 901
finish | 4290 | 2340 | 0.0738 | 1740
CTS | 4300 | 2320 | 0.0745 | 1740
global route | 4340 | 2070 | 0.0804 | 1740
global placement | 4300 | 2370 | 0.0740 | 1740
Power is estimated from default activity; no workload was simulated.
